--- design/flow/run.sh ---
#!/bin/bash
# OpenROAD 26Q1-2900-gdf79404cd8, Yosys 0.63+post, stock flow scripts
make -C /OpenROAD-flow-scripts/flow DESIGN_CONFIG=/design/flow/config.mk WORK_HOME=/design/flow/orfs finish
--- design/flow/config.mk ---
export PLATFORM = sky130hd
export DESIGN_NAME = clock_meter
export DESIGN_NICKNAME = clock_meter
export VERILOG_FILES = /design/flow/design.v
export SDC_FILE = /design/flow/constraint.sdc
export NUM_CORES = 4
export LEC_CHECK = 1
export CORE_UTILIZATION = 40
--- design/flow/constraint.sdc ---
current_design clock_meter

set clk_period 6.4
set clk_io_pct 0.2

create_clock -name clk0 -period $clk_period [get_ports {clk_i}]
create_clock -name clk1 -period $clk_period [get_ports {msr_clk_i}]

set non_clock_inputs [all_inputs -no_clocks]
set_input_delay [expr $clk_period * $clk_io_pct] -clock clk0 $non_clock_inputs
set_output_delay [expr $clk_period * $clk_io_pct] -clock clk0 [all_outputs]
--- design/flow/design.v ---
interface i2c_if;
  logic scl_o;
  logic scl_i;
  logic scl_t;
  logic sda_o;
  logic sda_i;
  logic sda_t;
  modport io
  (
    output  scl_o,
    input   scl_i,
    output  scl_t,
    output  sda_o,
    input   sda_i,
    output  sda_t
  );   
endinterface
interface udp_gen_inf #
(
  parameter unsigned DATA_WIDTH = 64
);
  logic [DATA_WIDTH - 1 : 0] data;
  logic                      data_valid;      
  logic                      frame_end;
endinterface
`timescale 1ns / 1ps
module clock_meter #
(
  parameter integer CLK_MHZ = 100,
  localparam integer MSR_CLK_VAL_WIDTH = 32
)
(
  input  logic                             clk_i,
  input  logic                             a_rst_n_i,
  input  logic                             msr_clk_i,
  output logic [MSR_CLK_VAL_WIDTH - 1 : 0] msr_clk_val_o
);
  localparam integer REF_CNT_NUM   = 10000000;
  localparam integer REF_CNT_WIDTH = $clog2(REF_CNT_NUM);
  localparam integer DECIM_CLK_MHZ  = CLK_MHZ / 10;
  logic [REF_CNT_WIDTH - 1 : 0]     ref_cnt;
  logic [MSR_CLK_VAL_WIDTH - 1 : 0] msr_cnt;
  logic [MSR_CLK_VAL_WIDTH - 1 : 0] msr_clk_val;
  logic                             msr_cnt_rst;
  logic [MSR_CLK_VAL_WIDTH - 1 : 0] gray_msr_cnt;
  logic [MSR_CLK_VAL_WIDTH - 1 : 0] res_msr_cnt;
  integer i;
  always_ff @(posedge clk_i)
    begin
      if (a_rst_n_i == 1'b0)
        begin
          ref_cnt <= 'h0;
        end
      else
        begin
          if (ref_cnt == (REF_CNT_NUM - 1))
            begin
              ref_cnt <= 'h0;
            end
          else
            begin
              ref_cnt <= ref_cnt + 1'b1;
            end
        end
    end
  always_ff @(posedge clk_i)
    begin
      if (a_rst_n_i == 1'b0)
        begin
          msr_cnt_rst <= 'h0;
        end
      else
        begin
          if (ref_cnt == (REF_CNT_NUM - 1))
            begin
              msr_cnt_rst <= 'h1;
            end
          else
            begin
              msr_cnt_rst <= 1'b0;
            end
        end
    end
  always_ff @(posedge msr_clk_i)
    begin
      if (a_rst_n_i == 1'b0)
        begin
          gray_msr_cnt <= 'h0;
          msr_cnt      <= 'h0;
        end
      else
        begin
          if (msr_cnt_rst == 1'b1)
            begin
              msr_cnt      <= 'h0;
              gray_msr_cnt <= 'h0;
            end
          else
            begin
              msr_cnt <= msr_cnt + 1'b1;
              for(i = 0; i < MSR_CLK_VAL_WIDTH - 1; i = i + 1)
                begin
                  gray_msr_cnt[i] <=  msr_cnt[i+1] ^ msr_cnt[i];
                end
              gray_msr_cnt[MSR_CLK_VAL_WIDTH - 1] <=  msr_cnt[MSR_CLK_VAL_WIDTH - 1];
            end
        end
    end
  always_ff @(posedge clk_i)
    begin
      if (a_rst_n_i == 1'b0)
        begin
          res_msr_cnt <= 'h0;
        end
      else if (ref_cnt == (REF_CNT_NUM - 1))
         begin
           for(i = 0;  i < MSR_CLK_VAL_WIDTH; i = i + 1)
               res_msr_cnt[i] <= ^(gray_msr_cnt >> i);
         end
      end
  always_ff @(posedge clk_i)
    begin
      if (a_rst_n_i == 1'b0)
        begin
          msr_clk_val <= 'h0;
        end
      else
        begin
          msr_clk_val <= DECIM_CLK_MHZ * res_msr_cnt;
        end
    end
  always_comb
    begin
       msr_clk_val_o = msr_clk_val;
    end
endmodule
==> run notes <==
run metrics: largest net degree at the start of global routing=77, x dimension of the die=140 um, worst supply voltage drop on vdd=0.165 mV, DP Area=between 8000 and 9000 sq um, number of placement rows=about 50, final hold violation count=0, clock input transition at the sequential cells of the worst setup and hold paths=approximately 0.070 ns, area added between synthesis and finish=15.6%, RSZ-0062 raised after global routing=false, Sinks on Clock Net=150, portion of the post-synthesis area used by sequential elements=a little under 40%, proportion of register bits with asynchronous set or reset after synthesis=0%, Slew Limit Headroom=about two fifths, Sum Neg Setup Slack=0 ns, summed area of non-filler cells in the final layout=8810 sq um, signal arrival time at the worst endpoint=4.45 ns, Starting Density=40.8%, start of the worst register-to-register path=res_msr_cnt[3], capture instance of the worst register-to-register path=msr_clk_val[30], wire length after detailed routing=12500 um, global-route wire length before repair=22300 um, fraction of layout instances using a drive strength above 1=roughly 5.4%, ratio of routed vias to standard cells=approximately 4.7, Reg2Reg Setup Slack=~2.2 ns, type of the worst min-delay path=register to register, antenna violations before repair=0, count of boundary I/O pins=35, number of flops mapped to enable cells by yosys=0, mean instance size in the synthesized netlist=about 9.6 sq um, worst hold stages=1, hold_buf cts=0, antenna violation net count after detailed routing=0, number of distinct library cells after synthesis=48, Placeable Area=~19000 sq um, Max-cap violations=0, type of origin of the critical path=register, synthesized instance count=between 700 and 800, summed standard-cell area reported by yosys=7630 sq um, slew of the pin with the lowest slew margin=0.873 ns, worst path required time=6.62 ns, Iter 0 DRT Violations=177, Setup Viol. Count Final=0, GR Overflow Total=0, slowest CP cell=sky130_fd_sc_hd__a2111oi_0, number of antenna diodes=0, flip-flop and latch count after synthesis=150, overall chip area=slightly below 20000 sq um, Setup Buffers After CTS=0, cell resize tally after clock tree synthesis=0, largest fanout on the critical path=3, detailed-placement wirelength estimate=~8900 um, count of pins over their slew limit=0, PwrDens=230 nW/um^2, Ys Warns=1, Worst path max stage delay=0.78 ns, tally of buffers added on design ports=32, OpenROAD warning count=26, total routing resource utilization after global routing=13.8%, Avg WL per Cell=11.6 um, vias after detailed routing=5099, Layout Skew=0.00817 ns, leakage dissipation=4.20 nW, yosys cell count=around 800, Worst Reg2Reg Path Length in Cells=15, leading register cell type out of synthesis=sky130_fd_sc_hd__dfxtp_1, run status=finished clean, Critical Path, Cell by Cell=ha_1 -> ha_1 -> fa_1 -> a21o_1 -> a21oi_1 -> o21bai_1 -> a21oi_1 -> o21ai_0 -> a31oi_1 -> o21ai_0 -> a2111oi_0 -> nor3_1 -> o21ai_0 -> a21oi_1 -> mux2i_1, Post-Synthesis Cell Area=7630 sq um, fillers=1713, clock tree from TritonCTS=built, Die Y-Extent=140 um, Worst setup EP type=register, DRC=0, WS Path Type=register to register, worst hold path startpoint=msr_cnt[0], Hold Path End=msr_cnt[0], routability cong.=0.890, number of search-and-repair iterations in the first detailed-routing pass=4, number of global-route vias before repair=4875
==> per-stage QoR <==
| stage | worst slack [ns] | hold WS, ns | power (W) | utilization, % | cells |
|---|---|---|---|---|---|
| after detailed placement | 2.15 | 0.460 | 0.000989 | 43.7 | 1042 |
| after global placement | 2.25 | 0.453 | 0.000988 | 43.7 | 1042 |
| final | 2.17 | 0.471 | 0.00203 | 47.1 | 1074 |
| after global routing | 1.70 | 0.501 | 0.00210 | 47.1 | 1074 |
| after CTS | 2.10 | 0.473 | 0.00206 | 47.1 | 1074 |
| after floorplan | 2.78 | 0.430 | 0.000982 | - | 796 |
==> Yosys cell counts (2+ instances only) <==
cell type | n | area (sq um)
sky130_fd_sc_hd__nor2b_1 | 3 | 18.8
sky130_fd_sc_hd__nor4b_1 | 2 | 17.5
sky130_fd_sc_hd__a21o_1 | 24 | 180
sky130_fd_sc_hd__xor2_1 | 54 | 473
sky130_fd_sc_hd__and3_1 | 17 | 106
sky130_fd_sc_hd__nor3_1 | 10 | 50.1
sky130_fd_sc_hd__nor2_1 | 70 | 263
sky130_fd_sc_hd__or2_2 | 2 | 12.5
sky130_fd_sc_hd__mux2i_1 | 2 | 20.0
sky130_fd_sc_hd__and2_1 | 68 | 425
sky130_fd_sc_hd__xnor2_1 | 61 | 534
sky130_fd_sc_hd__nand2b_1 | 6 | 37.5
sky130_fd_sc_hd__nand2_1 | 69 | 259
sky130_fd_sc_hd__nand4b_1 | 2 | 17.5
sky130_fd_sc_hd__o211a_1 | 14 | 140
sky130_fd_sc_hd__or4_1 | 3 | 22.5
sky130_fd_sc_hd__inv_1 | 13 | 48.8
sky130_fd_sc_hd__o31ai_1 | 2 | 15.0
sky130_fd_sc_hd__nand4_1 | 5 | 31.3
sky130_fd_sc_hd__xnor3_1 | 2 | 45.0
sky130_fd_sc_hd__a21oi_1 | 24 | 120
sky130_fd_sc_hd__a21boi_0 | 9 | 67.6
sky130_fd_sc_hd__o21bai_1 | 7 | 52.6
sky130_fd_sc_hd__or3_1 | 4 | 25.0
sky130_fd_sc_hd__clkbuf_1 | 22 | 82.6
sky130_fd_sc_hd__a31oi_1 | 5 | 31.3
sky130_fd_sc_hd__nand3_1 | 23 | 115
sky130_fd_sc_hd__ha_1 | 86 | 1080
sky130_fd_sc_hd__dfxtp_1 | 150 | 3000
sky130_fd_sc_hd__buf_2 | 2 | 10.0
sky130_fd_sc_hd__o21ai_0 | 17 | 85.1
sky130_fd_sc_hd__xnor3_2 | 2 | 47.6
==> report_power, final <==
part	total [W]	internal [W]	switching (W)
sequential	0.000942	0.000938	0.00000376
clock	0.00106	0.000685	0.000376
combinational	0.0000258	0.00000846	0.0000173
==> registers in the layout, summed over array words and instances, names as in the netlist <==
signal	cells
msr_cnt_rst	1
gray_msr_cnt	32
ref_cnt	24
res_msr_cnt	31
msr_cnt	31
msr_clk_val	31
==> kinds of logic (layout without fill, tap and decap cells) <==
kind of cell	count (synthesis)	after routing	synth area share, %
mux	2	2	0.262
simple gates	286	286	18.6
compound gates	109	109	9.89
buf+inv	38	82	1.95
xor+xnor	123	123	15.5
flops	150	150	39.4
other cells	1	1	0.0492
fa+ha+maj	87	87	14.4
==> critical path, delay by kind of cell, from the launching register on <==
kind | cells | cell delay [ns]
muxes | 1 | 0.12
and+or+nand+nor | 1 | 0.19
DFF | 1 | 0.37
AOI/OAI and AO/OA | 10 | 2.55
adders and majority gates | 3 | 0.89
==> layout make-up <==
cell class                      count  area (sq um)  share of cell area (%)
Multi-Input combinational cell    608          4480                    50.8
Timing Repair Buffer               37           353                    4.00
Clock inverter                     11           174                    1.97
Tap cell                          234           293                    3.32
Sequential cell                   150          3000                    34.1
Clock buffer                       21           462                    5.24
Inverter                           13          48.8                   0.554
==> cells in the final DEF (no fill, tap or decap), types with 3 or more instances in the layout <==
| master | count |
|---|---|
| sky130_fd_sc_hd__dfxtp_1 | 150 |
| sky130_fd_sc_hd__ha_1 | 86 |
| sky130_fd_sc_hd__nor2_1 | 70 |
| sky130_fd_sc_hd__nand2_1 | 69 |
| sky130_fd_sc_hd__and2_1 | 68 |
| sky130_fd_sc_hd__xnor2_1 | 61 |
| sky130_fd_sc_hd__xor2_1 | 54 |
| sky130_fd_sc_hd__clkdlybuf4s50_1 | 31 |
| sky130_fd_sc_hd__a21o_1 | 24 |
| sky130_fd_sc_hd__a21oi_1 | 24 |
| sky130_fd_sc_hd__nand3_1 | 23 |
| sky130_fd_sc_hd__clkbuf_16 | 18 |
| sky130_fd_sc_hd__and3_1 | 17 |
| sky130_fd_sc_hd__o21ai_0 | 17 |
| sky130_fd_sc_hd__o211a_1 | 14 |
| sky130_fd_sc_hd__inv_1 | 13 |
| sky130_fd_sc_hd__a21boi_0 | 9 |
| sky130_fd_sc_hd__nor3_1 | 9 |
| sky130_fd_sc_hd__o21bai_1 | 7 |
| sky130_fd_sc_hd__nand2b_1 | 6 |
| sky130_fd_sc_hd__nand4_1 | 5 |
| sky130_fd_sc_hd__a31oi_1 | 5 |
| sky130_fd_sc_hd__buf_4 | 5 |
| sky130_fd_sc_hd__or3_1 | 4 |
| sky130_fd_sc_hd__bufinv_16 | 4 |
| sky130_fd_sc_hd__or4_1 | 3 |
| sky130_fd_sc_hd__nor2b_1 | 3 |
| sky130_fd_sc_hd__clkbuf_1 | 3 |
| sky130_fd_sc_hd__clkinvlp_4 | 3 |
==> worst max path at each step <==
stage	slack (ns)	from	depth (start not counted)	to
CTS	2.10	res_msr_cnt[3]	15	msr_clk_val[30]
global route	1.70	res_msr_cnt[3]	15	msr_clk_val[30]
finish	2.17	res_msr_cnt[3]	15	msr_clk_val[30]
==> routing by layer <==
metal / share of wire, % / up-vias / track usage (%)
met5: 0 / - / 0
met4: 2.3 / 0 / 2.95
met3: 2.4 / 21 / 2.30
met2: 41 / 54 / 20.1
met1: 54 / 2256 / 22.1
li1: - / 2768 / -
Power figures rest on the tool's default switching activity, not on a simulated workload.
