==> flow/design.v <==
interface i2c_if;
  logic scl_o;
  logic scl_i;
  logic scl_t;
  logic sda_o;
  logic sda_i;
  logic sda_t;
  modport io
  (
    output  scl_o,
    input   scl_i,
    output  scl_t,
    output  sda_o,
    input   sda_i,
    output  sda_t
  );   
endinterface
interface udp_gen_inf #
(
  parameter unsigned DATA_WIDTH = 64
);
  logic [DATA_WIDTH - 1 : 0] data;
  logic                      data_valid;      
  logic                      frame_end;
endinterface
`timescale 1ns / 1ps
module simple_dual_port_ram #
(
  parameter unsigned DATA_WIDTH     = 8,
  parameter unsigned ADDR_WIDTH     = 8,
  parameter          IS_OUT_LATENCY = "false",   
  parameter          INIT_FILE      = "", 
  localparam unsigned BYTE_VALID_WIDTH = DATA_WIDTH / 8,
  localparam unsigned MEM_DEPTH        = 2 ** ADDR_WIDTH
)
(
  input  logic                            wr_clk_i,
  input  logic                            wr_en_i,
  input  logic [DATA_WIDTH - 1 : 0]       wr_data_i,
  input  logic [BYTE_VALID_WIDTH - 1 : 0] wr_byte_valid_i,
  input  logic [ADDR_WIDTH - 1 : 0]       wr_addr_i,
  input  logic                            rd_clk_i,
  input  logic                            rd_en_i,
  output logic [DATA_WIDTH - 1 : 0]       rd_data_o,
  input  logic [ADDR_WIDTH - 1 : 0]       rd_addr_i
);
  logic [DATA_WIDTH - 1 : 0] mem           [0 : MEM_DEPTH - 1];
  logic [DATA_WIDTH - 1 : 0] rd_data;
  initial 
    begin
      if (INIT_FILE != "")
        begin
          $display("loading ram");
          $readmemh(INIT_FILE, mem);
        end
    end
  always_ff @(posedge wr_clk_i) 
    begin  
      if (wr_en_i == 1'h1) 
        begin 
          for (int i = 0; i < BYTE_VALID_WIDTH; i++) 
            begin
              if (wr_byte_valid_i[i] == 1'h1) 
                begin
                  mem[wr_addr_i][(i * 8) +: 8] <= wr_data_i[(i * 8) +: 8];
                end
            end
        end
    end
  always_ff @(posedge rd_clk_i) 
    begin  
      if (rd_en_i == 1'h1) 
        begin 
          rd_data <= mem[rd_addr_i];
        end
    end
  generate 
    if (IS_OUT_LATENCY == "true") 
      begin
        always_ff @(posedge rd_clk_i) 
          begin  
            if (rd_en_i == 1'h1) 
              begin 
                rd_data_o <= rd_data;
              end
          end
      end
    else 
      begin
        always_comb
          begin
            rd_data_o       = rd_data;
          end
      end
  endgenerate
endmodule
==> flow/run.sh <==
#!/bin/bash
# OpenROAD 26Q1-2900-gdf79404cd8, Yosys 0.63+post, stock flow scripts
make -C /OpenROAD-flow-scripts/flow DESIGN_CONFIG=/design/flow/config.mk WORK_HOME=/design/flow/orfs finish
==> flow/config.mk <==
export PLATFORM = sky130hd
export DESIGN_NAME = simple_dual_port_ram
export DESIGN_NICKNAME = simple_dual_port_ram
export VERILOG_FILES = /design/flow/design.v
export SDC_FILE = /design/flow/constraint.sdc
export NUM_CORES = 4
export LEC_CHECK = 1
export CORE_UTILIZATION = 50
==> flow/constraint.sdc <==
current_design simple_dual_port_ram

set clk_period 9.9
set clk_io_pct 0.2

create_clock -name clk0 -period $clk_period [get_ports {rd_clk_i}]
create_clock -name clk1 -period $clk_period [get_ports {wr_clk_i}]

set non_clock_inputs [all_inputs -no_clocks]
set_input_delay [expr $clk_period * $clk_io_pct] -clock clk0 $non_clock_inputs
set_output_delay [expr $clk_period * $clk_io_pct] -clock clk0 [all_outputs]
==> impl_metrics.sql <==
-- generated from flow reports
INSERT INTO impl_metrics (metric_group, metric, value, unit) VALUES
('final_timing', 'maxSlewViolCount', '0', ''),
('setup_path', 'critical_path_type', 'in2reg', ''),
('pwr', 'seqPwrFrac', '53.7', '%'),
('pwr', 'power-per-cell-area', '201', 'nW/um2'),
('die', 'io-pin-count', '37', ''),
('synth', 'yosysCellCount', '3762', ''),
('synth', 'synth_area_per_cell', '21.3', 'um2'),
('final_timing', 'hold_violations', '0', ''),
('global_routing', 'gr-total-overflow', '0', ''),
('setup_path', 'r2r-end', 'rd_data[0]', ''),
('die', 'row_count', '146', ''),
('synth', 'synth-area-yosys', '79900', 'um2'),
('die', 'die_area', '161000', 'um2'),
('setup_path', 'critPathLaunchType', 'primary input', ''),
('placed_design', 'place.port_buffers', '35', ''),
('job', 'warning_count', '30', ''),
('setup_path', 'crit_arrival', '6.20', 'ns'),
('routing', 'route.detailed.vias_per_inst', '6.17', ''),
('synth', 'synth.ff_latch_count', '2056', ''),
('global_routing', 'number_of_global_route_vias_before_repair', '41368', ''),
('synth', 'enable_flop_cells', '2056', ''),
('global_routing', 'groute.usage.overall', '28.0', '%'),
('setup_path', 'endpoint_kind', 'flip-flop', ''),
('pwr', 'power.clock.fraction', '41.6', '%'),
('hold_path', 'timing.hold.worst.class', 'in2reg', ''),
('outcome', 'outcome', 'complete, no violations', ''),
('setup_path', 'critical_path.most_common_cell', 'buf_4', ''),
('hold_path', 'hold_depth', '1', ''),
('routing', 'post_drt_wl_per_cell', '31.7', 'um'),
('routing', 'detail_route.wirelength', '196000', 'um'),
('synth', 'synth_area', '79900', 'um2'),
('synth', 'synth-adder-area-share', '0', '%'),
('placed_design', 'post-place-ws', '3.42', 'ns'),
('setup_path', 'cp_max_fo', '52', ''),
('clock_network', 'clock_sink_count', '2056', ''),
('routing', 'routed-via-count', '38117', ''),
('synth', 'primary_ff_master_synth', 'edfxtp_1', ''),
('placed_design', 'gp_routability_congestion', '0.930', ''),
('synth', 'synth_simple_gate_area_share', '2.66', '%'),
('synth', 'postSynth.asyncResetShare', '0', '%'),
('hold_path', 'min_delay_worst_endpoint', 'mem[111][3]', ''),
('setup_path', 'timing.critical_path.slowest_cell_delay', '1.13', 'ns'),
('setup_path', 'worstPathRequired', '9.86', 'ns'),
('setup_path', 'cp_cell_sequence', 'buf_8 > buf_4 > buf_4 > mux4_1 > a22oi_1 > a21oi_1 > nor4_1 > buf_4 > nor4_1', ''),
('final_layout', 'final_util', '56.2', '%'),
('synth', 'yosysWarningCount', '1', ''),
('synth', 'mux_cell_area_share_after_synthesis', '14.6', '%'),
('setup_path', 'reg2regPathDepth', '6', ''),
('pwr', 'p_sw', '3.76', 'mW'),
('placed_design', 'dp_hpwl', '120000', 'um'),
('synth', 'topCombFamilyByArea', 'multiplexers', ''),
('routing', 'drt_first_pass_iters', '8', ''),
('pwr', 'comb_power_share', '4.6', '%'),
('clock_network', 'tritoncts', 'done', ''),
('final_layout', 'fillCellCount', '11566', ''),
('die', 'die-height', '402', 'um'),
('final_timing', 'grt_setup_unrepaired', 'no', ''),
('final_layout', 'layout-drive-gt1-share', '21.4', '%'),
('synth', 'yosysUniqueCellTypes', '63', ''),
('final_timing', 'tightest_slew', '1.35', 'ns'),
('pwr', 'p_leak', '27.7', 'nW'),
('job', 'number_of_violations_of_the_max_capacitance_limit', '0', ''),
('clock_network', 'cts-hold-fix-buffers', '0', ''),
('setup_path', 'setup.reg_to_reg.worst_slack', '6.31', 'ns'),
('pwr', 'finalPower', '17.9', 'mW'),
('final_layout', 'area.growth.synth_to_final', '11.5', '%'),
('global_routing', 'pin_count_of_the_biggest_net_entering_global_routing', '118', ''),
('synth', 'synth-xor-area-share', '0', '%'),
('synth', 'postSynthCellCount', '3762', ''),
('routing', 'antenna_left', '0', ''),
('synth', 'postSynthSeqShare', '77.2', '%');
-- sequential cells by signal (all words and copies together), names as in the netlist --
signal,count
rd_data,8
mem,2048
-- metal layers --
metal / share of wire (%) / up-vias / global-route usage (%)
met1: 33 / 19341 / 38.6
li1: - / 16212 / -
met3: 16 / 322 / 20.1
met2: 47 / 2227 / 39.3
met4: 3.2 / 15 / 6.78
met5: 0.21 / - / 1.64
-- worst max-delay path, delay by kind of cell --
kind | cells | cell delay, ns
buf+inv | 4 | 2.00
simple gates | 2 | 1.18
mux | 1 | 0.64
compound gates | 2 | 0.36
-- power by group through the flow --
| stage | logic (mW) | registers (mW) | clock network, mW |
|---|---|---|---|
| 6_report | 0.829 | 9.61 | 7.45 |
| 5_1_grt | 0.889 | 9.60 | 7.93 |
| 4_1_cts | 0.838 | 9.60 | 7.59 |
-- cells in the mapped netlist (3+ instances only) --
master / number / area share, %
a211o_1: 5 / 0.055
a211oi_1: 16 / 0.15
a21oi_1: 85 / 0.53
a221oi_1: 12 / 0.13
a22o_1: 16 / 0.18
a22oi_1: 135 / 1.3
a311oi_1: 4 / 0.044
and2_1: 6 / 0.047
buf_1: 19 / 0.089
buf_12: 12 / 0.30
buf_2: 31 / 0.19
buf_4: 24 / 0.23
buf_6: 29 / 0.41
buf_8: 10 / 0.19
clkbuf_1: 100 / 0.47
clkbuf_4: 3 / 0.028
edfxtp_1: 2056 / 77
mux2i_1: 153 / 1.9
mux4_1: 45 / 1.5
mux4_2: 397 / 11
nand2_1: 49 / 0.23
nand2b_1: 9 / 0.070
nand3_1: 28 / 0.18
nand3b_1: 3 / 0.028
nand4_1: 10 / 0.078
nor2_1: 287 / 1.3
nor2b_1: 24 / 0.19
nor3_1: 21 / 0.13
nor3b_2: 3 / 0.047
nor4_1: 23 / 0.18
o211ai_1: 8 / 0.075
o21ai_0: 6 / 0.038
o221ai_1: 42 / 0.46
o22a_1: 6 / 0.066
o22ai_1: 42 / 0.33
o31ai_1: 4 / 0.038
o32ai_1: 3 / 0.033
or2_2: 5 / 0.039
-- area by class of cell --
cell class | instances | area [um2] | area share (%)
Sequential cell | 2056 | 61700 | 69.2
Multi-Input combinational cell | 1470 | 16700 | 18.7
Clock buffer | 257 | 5430 | 6.09
Tap cell | 2072 | 2590 | 2.91
Timing Repair Buffer | 199 | 1670 | 1.87
Clock inverter | 124 | 1060 | 1.18
Inverter | 2 | 7.51 | 0.00842
Antenna cell | 2 | 5.00 | 0.00561
-- per-stage QoR --
| stage | instances | hold WS [ns] | cell area (um2) |
|---|---|---|---|
| after floorplan | 3762 | 0.910 | 79900 |
| after global placement | 5799 | 1.02 | 82700 |
| after detailed placement | 5799 | 1.07 | 82700 |
| after CTS | 6180 | 1.47 | 89200 |
| after global routing | 6181 | 1.50 | 89200 |
| final | 6182 | 1.53 | 89200 |
-- layout by cell type (no fill, tap or decap), types with 6 or more instances in the layout --
cell type        instances
a211oi_1                16
a21oi_1                 85
a221oi_1                12
a22o_1                  16
a22oi_1                135
buf_4                  160
buf_8                    6
bufinv_16               14
clkbuf_1                47
clkbuf_16              210
clkdlybuf4s50_1         21
clkinv_1                48
clkinv_2                44
clkinv_8                 6
clkinvlp_4               8
edfxtp_1              2056
mux2i_1                153
mux4_1                  45
mux4_2                 397
nand2_1                 49
nand2b_1                 9
nand3_1                 28
nand4_1                 10
nor2_1                 285
nor2b_1                 20
nor3_1                  21
nor4_1                  23
o211ai_1                 8
o21ai_0                  6
o221ai_1                42
o22a_1                   6
o22ai_1                 42
-- worst max-delay path by stage --
stage	start	to	slack (ns)	depth (start not counted)
finish	rd_addr_i[0]	rd_data[0]	3.66	9
global route	rd_addr_i[0]	rd_data[0]	3.36	9
CTS	rd_addr_i[0]	rd_data[7]	3.66	8
-- logic make-up after synthesis --
| group | count (synthesis) |
|---|---|
| AOI/OAI and AO/OA | 397 |
| buffers and inverters | 236 |
| DFF | 2056 |
| muxes | 595 |
| and+or+nand+nor | 478 |
No activity file was given, so power comes from the tool's default toggle rates.
